<file path="./design.v">
module BinaryToBcd (
    input [11:0] binary,
    output [3:0] thos,
    output [3:0] hund,
    output [3:0] tens,
    output [3:0] ones,
);
    reg [11:0] bcd_data = 0;
    always @(binary) begin  
        bcd_data = binary;  
        thos = bcd_data / 1000;  
        bcd_data = bcd_data % 1000;  
        hund = bcd_data / 100;  
        bcd_data = bcd_data % 100;  
        tens = bcd_data / 10;  
        ones = bcd_data % 10;  
    end
endmodule
</file>
<file path="./run.sh">
#!/bin/bash
# OpenROAD 26Q1-2900-gdf79404cd8, Yosys 0.63+post, stock flow scripts
make -C /OpenROAD-flow-scripts/flow DESIGN_CONFIG=/design/flow/config.mk WORK_HOME=/design/flow/orfs finish
</file>
<file path="./config.mk">
export PLATFORM = sky130hd
export DESIGN_NAME = BinaryToBcd
export DESIGN_NICKNAME = BinaryToBcd
export VERILOG_FILES = /design/flow/design.v
export SDC_FILE = /design/flow/constraint.sdc
export NUM_CORES = 4
export LEC_CHECK = 1
export CORE_AREA = 10 10 104 104
export DIE_AREA = 0 0 114 114
</file>
<file path="./constraint.sdc">
current_design BinaryToBcd

set clk_period 15.0
set clk_io_pct 0.2

create_clock -name clk0 -period $clk_period

set non_clock_inputs [all_inputs -no_clocks]
set_input_delay [expr $clk_period * $clk_io_pct] -clock clk0 $non_clock_inputs
set_output_delay [expr $clk_period * $clk_io_pct] -clock clk0 [all_outputs]
</file>
==> results.txt <==
Implementation results

The run finished with clean final reports. The routed design has about 7400 um of wire. Of all cell types, the one taking the most synthesized area is sky130_fd_sc_hd__nand2_1. After floorplanning, the die was sized to cover 0.0130 mm^2. The standby leakage power is about 1.0 nW. The synthesized netlist was found by Yosys to have approximately 370 cells.

The area growth from synthesis to layout is 11.8%. Per the layout report, the design carries about 940 filler cells. In the post-synthesis netlist, the biggest area contributors are sky130_fd_sc_hd__nand2_1 (5.9%), sky130_fd_sc_hd__nor2_1 (4.9%), sky130_fd_sc_hd__a21oi_1 (4.1%). The critical path arrival is around 11 ns.

The worst hold path belongs to the class primary input to output pin. The die is 114 um wide. The final tally of max-slew violations is 0. Entering global routing, the biggest net connects 15 pins. After routing, the total negative slack on setup checks comes to 0 ns. The synthesized netlist occupies a cell area of about 0.0026 mm^2. STA lists the maximum fanout along the critical path as 12. Per the slew report, the remaining headroom to the max-slew limit stands at between 50% and 60%.

The mean instance size in the synthesized netlist is 6.93 um^2. The worst setup path is of the primary input to output pin kind. The row count is 34. The sequential cell area in the final layout is 0 um^2. The type of element launching the critical path is a primary input. The cell at the slowest stage of the critical path is sky130_fd_sc_hd__clkdlybuf4s50_1. The share of synthesized area occupied by flip-flops and latches is 0%. The logic area is between 0.002 and 0.0025 mm^2. The count of buffers added on input and output ports is 25. The slew at the pin closest to its max-slew limit is between 0.6 and 0.7 ns. The average wire per standard cell is around 15 um. The endpoint kind of the worst setup timing path is an output pin. Setup repair after global routing left no endpoint under its margin. Including well taps, the total number of placed cells is about 490. The first-pass GRT wire length is between 10000 and 15000 um.

The number of logged tool warnings is 32. The total grt overflow is 0. The kind of cell with the highest combined delay on the critical path is AND-OR/OR-AND gates. The layout has 0 clock buffers. The boundary pin count is 28. The final weighted congestion recorded by global placement is around 1. The number of inserted diodes is 0.

Based on the critical path, the design can be clocked at up to about 71 MHz. The average via count per standard cell is around 6.1. The ratio of final minimum period to clock period is 94.1%.

The maximum vdd drop is roughly 57 uV. The final timing report lists a hold violation count of 0. The delay of the slowest critical-path stage is around 0.73 ns. The cell area power density is around 140 mW/mm^2. The warning tally printed by Yosys for this design is 5.

The number of global-route vias before repair was 2649. The initial antenna violation count is 0. The count of max-cap constraint violations is 0. The number of sequential cells in the layout is 0. The timing report notes that buffer and inverter cells on the critical path total 2.

The count of routing violations after the opening detailed-route iteration is around 230. Synthesis handed over a netlist of ~370 instances. The cell repeated most along the worst path is sky130_fd_sc_hd__nor2_1. The critical path endpoint has a required time of between 10 and 15 ns. Per the post-route antenna check, the number of violating nets is 0. The post-DP HPWL is 6000 um.

Across every metal layer, demand over resource in global routing totals between 10% and 20%. The final critical delay including setup and external delays is ~14 ns. According to the floorplan report, the die height is around 110 um. Detailed routing inserted a total of just under 3000 vias. After clock tree synthesis, the setup repair step added 0 buffers.

The synthesis area per yosys is 0.00255 mm^2. The layout summary lists the proportion of cells stronger than drive strength 1 as roughly 15%. The number of DRC violations after detailed routing is 0. For this configuration, the core starts out at a cell density of 29.4%. The worst hold path stage count is 0. In the log, the iteration count for the first detailed-route pass is 4. Counting buffers and inverters, the worst setup path is 30 cells deep. The total area inside the core boundary comes to 0.00868 mm^2. The top-area cell type share of the netlist area is around 5.9%.

The tally of non-filler cells in the final layout is between 400 and 500. Synthesis instantiated roughly 100 different standard cells from the library. The last timing report of the flow puts the setup violation total at 0.
-- what timing repair did --
| action | in CTS | in global routing |
|---|---|---|
| endpoints found under the setup margin | 0 | 1 |
| hold buffers | 0 | 0 |
| resized | 0 | 1 |
-- power by group --
group,switching [mW],leakage [nW],internal [mW]
registers,0,0,0
clock network,0,0,0
logic,0.198,1.00,0.193
-- layer usage --
metal	wire, um	global-route usage [%]	up-vias
met5	0	0	-
met4	38	1.09	0
met3	343	0.638	8
met2	3660	18.9	84
met1	3340	14.7	1395
li1	-	-	1481
-- Yosys cell counts, drive strengths merged, types with 5 or more instances --
| master | count |
|---|---|
| nand4 | 9 |
| o211ai | 9 |
| inv | 20 |
| o31a | 5 |
| a31oi | 13 |
| xnor2 | 6 |
| a21oi | 24 |
| a211oi | 12 |
| mux2i | 5 |
| o21a | 5 |
| a21o | 5 |
| nor2 | 36 |
| or3 | 8 |
| or2 | 9 |
| o21ai | 25 |
| and3 | 6 |
| nor3 | 17 |
| nand2 | 40 |
| nand3 | 9 |
| o31ai | 5 |
| buf | 13 |
-- cell families (layout without fill, tap and decap cells) --
family | after synthesis | in the layout | synth area share, %
muxes | 9 | 9 | 4.51
buffers and inverters | 35 | 46 | 6.72
AOI/OAI and AO/OA | 155 | 155 | 50.0
adders and majority gates | 5 | 5 | 2.26
xor gates and xnor gates | 8 | 8 | 3.34
other | 1 | 1 | 0.147
and+or+nand+nor | 155 | 155 | 33.1
-- worst paths after layout --
kind,startpoint,end
hold / removal,binary[0],ones[0]
setup / recovery,binary[8],ones[1]
-- cells in the final DEF, fill, tap and decap left out, types with 8 or more instances in the layout --
master                            count
sky130_fd_sc_hd__or3_1                8
sky130_fd_sc_hd__clkdlybuf4s50_1     25
sky130_fd_sc_hd__inv_1               20
sky130_fd_sc_hd__a31oi_1             12
sky130_fd_sc_hd__a21oi_1             21
sky130_fd_sc_hd__nand2_1             40
sky130_fd_sc_hd__o21ai_0             15
sky130_fd_sc_hd__nand4_1              8
sky130_fd_sc_hd__nor3_1              13
sky130_fd_sc_hd__nand3_1              8
sky130_fd_sc_hd__nor2_1              33
-- stage by stage --
| stage | hold WS (ns) | power [mW] | setup WS (ns) | instance area (um^2) | util (%) |
|---|---|---|---|---|---|
| final | 6.00 | 0.391 | 0.883 | 2850 | 32.9 |
| after global routing | 6.00 | 0.433 | 0.0654 | 2850 | 32.9 |
| after CTS | 6.00 | 0.393 | 0.963 | 2850 | 32.8 |
| after detailed placement | 6.00 | 0.391 | 0.975 | 2850 | 32.8 |
| after global placement | 6.00 | 0.390 | 1.01 | 2850 | 32.8 |
| after floorplan | 6.07 | 0.269 | 2.90 | 2550 | - |
-- layout make-up --
class / instances / share of cell area (%)
multi-input combinational: 333 / 83.6
tap: 108 / 4.74
timing repair buffer: 26 / 9.04
inverter: 20 / 2.63
No activity file was given, so power comes from the tool's default toggle rates.
