File: design.v
`timescale 1ns / 1ps
module Digital_Clock(
    input clk,  
    input IO_BTN_C,IO_BTN_U, IO_BTN_L, IO_BTN_R, IO_BTN_D,  
    input [0:0] IO_SWITCH, 
    output [6:0] IO_SSEG, output [3:0] IO_SSEG_SEL,  
    output [0:0] IO_LED  
    );
    reg [31:0] counter = 0;
    parameter max_counter = 100000000;  
    reg [5:0] Hours, Minutes, Seconds = 0; 
    reg [3:0] Digit_0,Digit_1, Digit_2, Digit_3 = 0; 
    reg [0:0] current_bit = 0;       
    reg Military_or_AMPM = 0;  
    reg AM_PM = 0;   
    assign IO_LED[0] = AM_PM;
    sevseg display(.clk(clk),        
        .binary_input_0(Digit_0),
        .binary_input_1(Digit_1),
        .binary_input_2(Digit_2),
        .binary_input_3(Digit_3),
        .IO_SSEG_SEL(IO_SSEG_SEL),
        .IO_SSEG(IO_SSEG));
    parameter Hours_And_Minutes = 1'b0;  
    parameter Set_Clock = 1'b1;          
    reg [0:0] Current_Mode = Set_Clock;  
    always @(posedge clk) begin
        case(Current_Mode)
            Hours_And_Minutes: begin  
                if (IO_BTN_C) begin
                    Current_Mode <= Set_Clock;  
                    counter <= 0;
                    current_bit <= 0;
                    Seconds <= 0;  
                end
                if (counter < max_counter) begin  
                    counter <= counter + 1;
                end else begin
                    counter <= 0;
                    Seconds <= Seconds + 1;
                end                                
            end  
            Set_Clock: begin
                if (IO_BTN_C) begin  
                    Current_Mode <= Hours_And_Minutes;
                end
                if (counter < (25000000)) begin  
                    counter <= counter + 1;
                end else begin
                    counter <= 0;
                    case (current_bit)
                        1'b0: begin  
                            if (IO_BTN_U) begin  
                                Minutes <= Minutes + 1;
                            end
                            if (IO_BTN_D) begin  
                                if (Minutes > 0) begin
                                    Minutes <= Minutes - 1;
                                end else if (Hours > 1) begin
                                    Hours <= Hours - 1;
                                    Minutes <= 59;
                                end else if (Hours == 1) begin
                                    Hours <= 12;
                                    Minutes <= 59;
                                end
                            end
                            if (IO_BTN_L || IO_BTN_R) begin  
                                current_bit <= 1;
                            end
                        end  
                        1'b1: begin  
                            if (IO_BTN_U) begin  
                                Hours <= Hours + 1;
                            end
                            if (IO_BTN_D) begin  
                                if (Hours > 1) begin
                                    Hours <= Hours - 1;
                                end else if (Hours == 1) begin
                                    Hours <= 12;
                                end
                            end
                            if (IO_BTN_R || IO_BTN_L) begin  
                                current_bit <= 0;
                            end
                        end  
                endcase    
                end                    
            end  
        endcase  
        if (Seconds >= 60) begin  
                Seconds <= 0;
                Minutes <= Minutes + 1;
        end
        if (Minutes >= 60) begin  
                Minutes <= 0;
                Hours <= Hours + 1;
        end
        if (Hours >= 24) begin  
            Hours <= 0;
        end
        Military_or_AMPM <= IO_SWITCH[0];
        if (Military_or_AMPM) begin  
            Digit_0 <= Minutes % 10;   
            Digit_1 <= Minutes / 10;   
            Digit_2 <= Hours % 10;     
            Digit_3 <= Hours / 10;     
            AM_PM <= 0;
        end 
        else begin               
            Digit_0 <= Minutes % 10;   
            Digit_1 <= Minutes / 10;   
            if (Hours < 12) begin
                if (Hours == 0) begin  
                    Digit_2 <= 2;
                    Digit_3 <= 1;
                end else begin
                    Digit_2 <= Hours % 10;     
                    Digit_3 <= Hours / 10;     
                end
                AM_PM <= 0;
            end else begin  
                if (Hours == 12) begin  
                    Digit_2 <= 2;
                    Digit_3 <= 1;
                end else begin
                    Digit_2 <= (Hours - 12) % 10;     
                    Digit_3 <= (Hours - 12) / 10;     
                end
                AM_PM <= 1;                        
            end  
        end  
    end  
endmodule
`timescale 1ns / 1ps
module sevseg (
    input clk,
    input [3:0] binary_input_0,  
    input [3:0] binary_input_1,
    input [3:0] binary_input_2,
    input [3:0] binary_input_3,
    output reg [3:0] IO_SSEG_SEL,  
    output reg [6:0] IO_SSEG  
    );
    reg [1:0] current_LED = 0;
    reg [7:0] LED_out [3:0];
    reg [18:0] counter = 0; 
    parameter max_counter = 500000;  
    wire [3:0] four_bit_data [3:0];  
    assign  four_bit_data[0] = binary_input_0;
    assign  four_bit_data[1] = binary_input_1;
    assign  four_bit_data[2] = binary_input_2;
    assign  four_bit_data[3] = binary_input_3;
    always @(posedge clk) begin
        if (counter < max_counter) begin
            counter <= counter+1;
        end else begin
            current_LED <= current_LED + 1;
            counter <= 0;
        end
		case(four_bit_data[current_LED])  
			 4'b0000 : LED_out[current_LED] <= 7'b1000000;  
			 4'b0001 : LED_out[current_LED] <= 7'b1111001;  
			 4'b0010 : LED_out[current_LED] <= 7'b0100100;  
			 4'b0011 : LED_out[current_LED] <= 7'b0110000;  
			 4'b0100 : LED_out[current_LED] <= 7'b0011001;  
			 4'b0101 : LED_out[current_LED] <= 7'b0010010;  
			 4'b0110 : LED_out[current_LED] <= 7'b0000010;  
			 4'b0111 : LED_out[current_LED] <= 7'b1111000;  
			 4'b1000 : LED_out[current_LED] <= 7'b0000000;  
			 4'b1001 : LED_out[current_LED] <= 7'b0011000;  
			 4'b1010 : LED_out[current_LED] <= 7'b0001000;  
			 4'b1011 : LED_out[current_LED] <= 7'b0000011;  
			 4'b1100 : LED_out[current_LED] <= 7'b1000110;  
			 4'b1101 : LED_out[current_LED] <= 7'b0100001;  
			 4'b1110 : LED_out[current_LED] <= 7'b0000110;  
			 default : LED_out[current_LED] <= 7'b0001110;  
		 endcase
        case(current_LED)
            0: begin
                IO_SSEG_SEL <= 4'b1110;
                IO_SSEG <= LED_out[0];
            end
            1: begin
                IO_SSEG_SEL <= 4'b1101;
                IO_SSEG <= LED_out[1];            
            end
            2: begin
                IO_SSEG_SEL <= 4'b1011;
                IO_SSEG <= LED_out[2];
            end
            3: begin
                IO_SSEG_SEL <= 4'b0111;
                IO_SSEG <= LED_out[3];
            end                
        endcase        
    end    
endmodule
File: config.mk
export PLATFORM = sky130hd
export DESIGN_NAME = Digital_Clock
export DESIGN_NICKNAME = Digital_Clock
export VERILOG_FILES = /design/flow/design.v
export SDC_FILE = /design/flow/constraint.sdc
export NUM_CORES = 4
export LEC_CHECK = 1
export CORE_UTILIZATION = 50
File: constraint.sdc
current_design Digital_Clock

set clk_period 3.8
set clk_io_pct 0.2

create_clock -name clk0 -period $clk_period [get_ports {clk}]

set non_clock_inputs [all_inputs -no_clocks]
set_input_delay [expr $clk_period * $clk_io_pct] -clock clk0 $non_clock_inputs
set_output_delay [expr $clk_period * $clk_io_pct] -clock clk0 [all_outputs]
File: run.sh
#!/bin/bash
# OpenROAD 26Q1-2900-gdf79404cd8, Yosys 0.63+post, stock flow scripts
make -C /OpenROAD-flow-scripts/flow DESIGN_CONFIG=/design/flow/config.mk WORK_HOME=/design/flow/orfs finish
==> flow_summary.ini <==
; flow metrics
[status]
status = finished, final reports clean

[clock_tree]
path_clk_slew_ns = 0.06
clock-sinks = 129
cts_root_buffer = clkbuf_16
cts_resized = 0
cts_hold_buf = 0
postCtsSetupBuffers = 0
cts_buffers = 17
cts.htree.levels = 4
cts_buffer_depth = 2
cts_tree = built
clkLatencyLatePin_ns = 0.41

[worst_setup_path]
startpoint = Hours[3]$_SDFFE_PP0P_
crit_required_ns = 4.07
regToRegStartpoint = Hours[3]$_SDFFE_PP0P_
crit_family = AND-OR/OR-AND gates
startpoint_type = flip-flop
cpMostUsedCell = ha_1
arrival_ns = 3.35
critical_path_class = reg -> reg
cp.buffers_inverters = 1
end_kind = flip-flop
r2r_slack_ns = 0.72
cp_slowest_stage_delay_ns = 0.50
cp_max_fo = 20
critPathSlowestCell = dfxtp_1
crit_chain = ha_1 > or3_4 > ha_1 > a31oi_1 > o21ai_1 > buf_4 > nor3_1 > a211o_1 > o22a_1 > a211oi_1 > o22ai_1

[die]
core_um2 = 13800
io_pins = 19
die_h_um = 121
row_count = 43
die_w_um = 121
chipArea_um2 = 14600
core_util_floorplan_pct = 51.2

[final_layout]
fin_cells = 1011
drive_gt1_share_pct = 8.18
fillers = 1198
layout_top_cell = nor2_1
area_growth_pct = 12.3
final_cell_mix = nor2_1, dfxtp_1, nand2_1

[grt]
antenna_found_initial = 0
grt_overflow = 0
grt_pass1_wl_um = 24800
grt_pass1_vias = 5287
track_usage_pct = 21.6
grt_max_degree = 28

[final_timing]
tns_ns = 0
drv_slew = 0
skew_ns = 0.00538
fmax_mhz = 325
worst_slew_pin_slew_ns = 0.803
hold_violations = 0
min_period_ns = 3.08
period_used_pct = 81.1
setup_violations = 0
rsz0062_at_grt = false
max-slew-margin-rel_pct = 46.4

[synthesis]
synth_seq_share_pct = 40.9
syn_area_um2 = 7080
top_cell_area_share_pct = 27.7
avgSynthCellArea_um2 = 8.71
synth-edff-count = 31
largest_area_cell = dfxtp_1
area_leaders = dfxtp_1, edfxtp_1, nor2_1
synthesis.instances = 813
yosys_warnings = 2
ys_cells = 813
synth_chip_area_um2 = 7080
ff_type = dfxtp_1
ys_ff = 129
synth_async_sr_flop_share_pct = 0
yosysUniqueCellTypes = 86

[power]
pwr_density_cell_nw_per_um2 = 738
peakVddDrop_mv = 0.483
p_leak_nw = 2.91

[placed_design]
dp.cells = 979
port_buffers = 18
gp_congestion = 0.872
place_hpwl_um = 9800

[drt]
wl_per_cell_um = 14.5
first_pass_iters = 8
drtIter0Drc = 341
num_vias = 5728
postRouteAntennaNets = 0
drt_wl_total_um = 14600
drc = 0
diodes = 0
via_per_inst = 5.67

[worst_hold_path]
hp-start = counter[0]$_DFF_P_
hold_path.class = reg -> reg

[run]
maxCapViolations = 0
warnings = 40
layer usage:
metal / share of wire [%] / GRT usage (%) / vias up
met4: 1.5 / 3.47 / 0
met3: 4.0 / 3.89 / 15
met1: 50 / 33.7 / 2630
met5: 0 / 0 / -
li1: - / - / 2957
met2: 44 / 33.0 / 126
cells in the mapped netlist, types with 4 or more instances:
master / count
buf_2: 8
nor4_1: 4
nand2_1: 72
a222oi_1: 8
dfxtp_1: 98
o21a_1: 8
clkbuf_1: 28
edfxtp_1: 31
ha_1: 27
o31ai_1: 5
nand3_1: 31
mux2i_1: 7
nor2b_1: 8
inv_1: 22
and2_1: 4
and3_1: 13
and4_1: 5
or3_1: 11
nor3_1: 23
a21oi_1: 53
xnor2_1: 21
a31oi_1: 15
xor2_1: 30
nor2_1: 102
a211oi_1: 8
a311oi_1: 4
o21ai_0: 43
nand4_1: 11
nand2b_1: 8
o22ai_1: 14
worst paths after layout:
kind | to | cells after the start
worst max-delay path | Digit_2[2]$_DFF_P_ | 11
worst min-delay path | counter[0]$_DFF_P_ | 1
worst max register to register | Digit_2[2]$_DFF_P_ | 11
worst min register to register | counter[0]$_DFF_P_ | 1
power breakdown:
part | internal [mW] | leakage (nW) | switching (mW)
logic | 0.983 | 1.53 | 1.32
clock network | 1.03 | 0.288 | 0.590
registers | 1.66 | 1.09 | 0.279
total | 3.68 | 2.91 | 2.19
state kept, by name, summed over array words and instances (netlist names):
name                 cells
display.current_LED      2
Military_or_AMPM         1
AM_PM                    1
Digit_2                  4
display.counter         19
display.IO_SSEG_SEL      4
current_bit              1
Hours                    6
Current_Mode             1
Minutes                  6
Digit_0                  4
display.IO_SSEG          7
Digit_1                  3
display.LED_out         28
Digit_3                  4
counter                 32
Seconds                  6
area by class of cell:
cell class | count | area (um^2) | share of cell area, %
flip-flops and latches | 129 | 2890 | 36.4
clock inverters | 6 | 67.6 | 0.850
inverters | 24 | 90.1 | 1.13
repair buffers | 27 | 248 | 3.12
clock buffers | 26 | 532 | 6.69
multi-input cells | 619 | 3900 | 49.0
well taps | 180 | 225 | 2.83
kinds of logic (layout without fill, tap and decap cells):
kind of cell / after synthesis / after routing / share of synthesized area [%]
AND-OR/OR-AND: 211 / 211 / 20.4
other: 2 / 6 / 0.106
buffers and inverters: 69 / 83 / 4.29
AND/OR/NAND/NOR: 312 / 312 / 21.5
adder cells (fa/ha/maj): 28 / 28 / 4.91
multiplexers: 11 / 11 / 1.68
flip-flops: 129 / 129 / 40.9
XOR/XNOR: 51 / 51 / 6.31
worst register-to-register path, cell delays in order (launching register included):
cell and delay, ns:
dfxtp_1 0.50, ha_1 0.30, or3_4 0.37, ha_1 0.39, a31oi_1 0.13, o21ai_1 0.18, buf_4 0.20, nor3_1 0.08
a211o_1 0.31, o22a_1 0.19, a211oi_1 0.20, o22ai_1 0.10
stage by stage:
stage / instance area [um^2] / hold WS, ns / total power [mW] / util, % / setup WS, ns
2_1_floorplan: 7090 / 0.392 / 3.81 / - / 1.21
3_3_place_gp: 7350 / 0.436 / 4.21 / 53.2 / 0.782
3_5_place_dp: 7350 / 0.445 / 4.25 / 53.2 / 0.722
4_1_cts: 7950 / 0.459 / 5.90 / 57.5 / 0.711
5_1_grt: 7950 / 0.492 / 6.31 / 57.5 / 0.515
6_report: 7950 / 0.453 / 5.87 / 57.5 / 0.720
No activity file was given, so power comes from the tool's default toggle rates.
